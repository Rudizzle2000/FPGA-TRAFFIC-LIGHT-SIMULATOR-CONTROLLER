**design.v**
```verilog
module clock_divider (clock, reset, divided_clocks);
  input logic reset, clock;
  output logic [31:0] divided_clocks = 0;
  always_ff @(posedge clock) begin
    divided_clocks <= divided_clocks + 1;
  end
endmodule
```
**run.sh**
```bash
#!/bin/bash
# OpenROAD 26Q1-2900-gdf79404cd8, Yosys 0.63+post, stock flow scripts
make -C /OpenROAD-flow-scripts/flow DESIGN_CONFIG=/design/flow/config.mk WORK_HOME=/design/flow/orfs finish
```
**config.mk**
```make
export PLATFORM = sky130hd
export DESIGN_NAME = clock_divider
export DESIGN_NICKNAME = clock_divider
export VERILOG_FILES = /design/flow/design.v
export SDC_FILE = /design/flow/constraint.sdc
export NUM_CORES = 4
export LEC_CHECK = 1
export CORE_AREA = 10 10 101 101
export DIE_AREA = 0 0 111 111
```
**constraint.sdc**
```tcl
current_design clock_divider

set clk_period 4.4
set clk_io_pct 0.2

create_clock -name clk0 -period $clk_period [get_ports {clock}]

set non_clock_inputs [all_inputs -no_clocks]
set_input_delay [expr $clk_period * $clk_io_pct] -clock clk0 $non_clock_inputs
set_output_delay [expr $clk_period * $clk_io_pct] -clock clk0 [all_outputs]
```
==> results.json <==
{
  "fin_crit_sh_pct": 47.8,
  "p_per_area_nw_per_um2": 318,
  "final_hold_viol_count": 0,
  "path_cells": "clkdlybuf4s50_1",
  "wl_per_cell_um": 11.1,
  "worst_pin_slew_ns": 0.613,
  "grt_usage_pct": 4.73,
  "final_cell_area_um2": 1870,
  "warnings": 26,
  "end_kind": "primary output",
  "cts_inserted_buffers": 5,
  "cp_slowest_cell": "clkdlybuf4s50_1",
  "synthCells": 127,
  "overflow": 0,
  "power_frac_seq_pct": 48.7,
  "hp-class": "reg2reg",
  "ys.flops": 32,
  "grt_pass1_wl_mm": 4.91,
  "antenna_found_initial": 0,
  "largestRegisters": "divided_clocks x32",
  "drc": 0,
  "arrival_ns": 1.22,
  "routed_wl_mm": 2.98,
  "period_minus_slack_ns": 2.10,
  "pin_count": 34,
  "drt-initial-drc-count": 34,
  "pwr-share-clk_pct": 51.3,
  "yosys_area_um2": 1320,
  "worstSetupPathType": "reg2out",
  "p_leak_nw": 0.723,
  "largest_register_ffs": 32,
  "yosys_warnings": 1,
  "cp_num_cells": 1,
  "rows": 33,
  "ys_types": 24,
  "crit_buf_inv": 1,
  "place.port_buffers": 32,
  "setup_viol": 0,
  "power.net_switching_w": 0.000105,
  "path_delay_family": "buffers and inverters",
  "chipArea_um2": 12300,
  "skew_ns": 0.00692,
  "core_um2": 8130,
  "clkLatencyLatePin_ns": 0.27,
  "grt_max_degree": 12,
  "num_vias": 955,
  "final_cell_mix": "32 x dfxtp_1, 32 x clkdlybuf4s50_1, 20 x xor2_1",
  "vias_per_cell": 3.56,
  "path_max_fanout": 6,
  "relSlewSlack_pct": 59.0,
  "ant_nets": 0,
  "switching_share_pct": 17.7,
  "antenna_cells": 0,
  "drv_cap": 0,
  "syn_to_final_growth_pct": 41.9,
  "drive_above_1_share_pct": 11.0,
  "firstDrtPassIters": 4,
  "cts_hold_buffers": 0,
  "yosys-stat-cells": 127,
  "grt_pass1_vias": 937,
  "worstRegToRegCells": 5,
  "initial_core_util_pct": 16.2,
  "p_comb_share_pct": 0,
  "dpl_cell_area_um2": 1750,
  "max_stage_delay_ns": 0.52,
  "p_int_w": 0.000489,
  "die_w_um": 111,
  "regMostFlops": "divided_clocks",
  "slew_viol_final": 0,
  "peakVddDrop_mv": 0.115,
  "ys_seq_share_pct": 48.6,
  "clock_sinks": 32,
  "fp.dieH_um": 111,
  "rsz0062_at_grt": "no",
  "startpoint_type": "flop",
  "post-dp-hpwl_mm": 2.20,
  "place_congestion": 0.709,
  "cts_tree": "built",
  "clk_path_buf_depth": 2,
  "path_clk_slew_ns": 0.07,
  "netlist_area_um2": 1320,
  "hold_depth": 1,
  "fin_tns_setup_ns": 0,
  "status": "completed",
  "cts_root_buffer": "clkbuf_8",
  "ctsResizeCount": 0,
  "syn_area_per_cell_um2": 10.4,
  "cp_data_required_time_ns": 3.52,
  "post_cts_buffers": 0,
  "max_freq_mhz": 475,
  "htreeDepth": 2
}
metal layers:
layer | wire length, um | GRT usage, %
met1 | 1440 | 6.24
met2 | 1240 | 6.88
met3 | 290 | 2.52
met4 | 8 | 0.521
met5 | 0 | 0
power groups by stage:
| stage | Clock, W | Sequential (W) | Combinational [W] |
|---|---|---|---|
| CTS | 0.000316 | 0.000289 | 0.000000000401 |
| global route | 0.000329 | 0.000289 | 0.000000000401 |
| finish | 0.000305 | 0.000290 | 0.000000000401 |
stage by stage:
stage               hold WS [ns]  std cells  utilization, %  power [W]  setup slack (ns)
CTS                        0.455        268            23.0   0.000605              2.26
global placement           0.429        260            21.5   0.000296              2.55
detailed placement         0.434        260            21.5   0.000296              2.54
floorplan                  0.394        127               -   0.000296              2.83
global route               0.484        268            23.0   0.000618              2.21
finish                     0.451        268            23.0   0.000594              2.30
kinds of logic after synthesis:
group	Yosys count	synth area share, %
adder cells (fa/ha/maj)	1	0.949
AND/OR/NAND/NOR	55	27.2
XOR/XNOR	30	19.9
flip-flops	32	48.6
buffers and inverters	9	3.32
final cells by class:
class / count / area, um2
fill: 859 / 6260
sequential: 32 / 641
multi-input combinational: 86 / 634
timing repair buffer: 32 / 320
tap: 105 / 131
clock buffer: 7 / 96.3
clock inverter: 1 / 30.0
inverter: 5 / 18.8
synth_stat cells:
cell type / count / area [um2]
dfxtp_1: 32 / 641
xor2_1: 20 / 175
nand3_1: 10 / 50.1
xnor2_1: 10 / 87.6
nand2_1: 9 / 33.8
nor2_1: 6 / 22.5
inv_1: 5 / 18.8
nor4_2: 5 / 62.6
and4_1: 4 / 35.0
nor3_1: 4 / 20.0
nor4_1: 4 / 25.0
nand4_1: 3 / 18.8
and3_1: 2 / 12.5
buf_2: 2 / 10.0
nand3_2: 2 / 20.0
buf_1: 1 / 3.75
buf_6: 1 / 11.3
ha_1: 1 / 12.5
nand2b_1: 1 / 6.26
nor3b_1: 1 / 7.51
nor4_4: 1 / 21.3
or2_2: 1 / 6.26
or3_1: 1 / 6.26
or3_4: 1 / 11.3
path summary, 6_finish.rpt:
kind,from,endpoint,slack [ns]
max,divided_clocks[26],divided_clocks[26],2.30
min reg2reg,divided_clocks[31],divided_clocks[31],0.45
max reg2reg,divided_clocks[0],divided_clocks[26],2.50
min,divided_clocks[31],divided_clocks[31],0.45
Power and IR drop assume default switching activity.
